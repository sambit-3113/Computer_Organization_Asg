==> /design/flow/config.mk <==
export PLATFORM = sky130hd
export DESIGN_NAME = mypriorityencoder
export DESIGN_NICKNAME = mypriorityencoder
export VERILOG_FILES = /design/flow/design.v
export SDC_FILE = /design/flow/constraint.sdc
export NUM_CORES = 4
export LEC_CHECK = 1
export CORE_AREA = 10 10 70 70
export DIE_AREA = 0 0 80 80
==> /design/flow/constraint.sdc <==
current_design mypriorityencoder

set clk_period 1.0
set clk_io_pct 0.2

create_clock -name clk0 -period $clk_period

set non_clock_inputs [all_inputs -no_clocks]
set_input_delay [expr $clk_period * $clk_io_pct] -clock clk0 $non_clock_inputs
set_output_delay [expr $clk_period * $clk_io_pct] -clock clk0 [all_outputs]
==> /design/flow/design.v <==
module mypriorityencoder (
    input  [7:0] a,        
    output reg v,          
    output reg [2:0] o     
);
    always @(*) begin
        if (a[7] == 1'b1) begin
            o = 3'b111;
            v = 1'b1;
        end
        else if (a[6] == 1'b1) begin
            o = 3'b110;
            v = 1'b1;
        end
        else if (a[5] == 1'b1) begin
            o = 3'b101;
            v = 1'b1;
        end
        else if (a[4] == 1'b1) begin
            o = 3'b100;
            v = 1'b1;
        end
        else if (a[3] == 1'b1) begin
            o = 3'b011;
            v = 1'b1;
        end
        else if (a[2] == 1'b1) begin
            o = 3'b010;
            v = 1'b1;
        end
        else if (a[1] == 1'b1) begin
            o = 3'b001;
            v = 1'b1;
        end
        else if (a[0] == 1'b1) begin
            o = 3'b000;
            v = 1'b1;
        end
        else begin
            o = 3'b000;   
            v = 1'b0;     
        end
    end
endmodule
module a4_tb();
    reg [7:0] a;       
    wire [2:0] o;      
    wire v;            
    mypriorityencoder PE1 (a, v, o);
    initial begin
        $dumpfile("a4_tb.vcd");
        $dumpvars(0, a4_tb);
        a = 8'b00000010; #10; 
        a = 8'b00001000; #10;  
        a = 8'b00010101; #10;  
        a = 8'b01111111; #10;  
        a = 8'b11111111; #10;  
        a = 8'b00100000; #10;  
        a = 8'b00000000; #10;   
    end
endmodule
==> /design/flow/run.sh <==
#!/bin/bash
# OpenROAD 26Q1-2900-gdf79404cd8, Yosys 0.63+post, stock flow scripts
make -C /OpenROAD-flow-scripts/flow DESIGN_CONFIG=/design/flow/config.mk WORK_HOME=/design/flow/orfs finish
==> impl_metrics.json <==
{
  "ys_cells": 12,
  "hold_depth": 3,
  "drt-wirelength-per-cell_um": 6.03,
  "core_area_um2": 3420,
  "design_area_um2": 239,
  "syn_area_um2": 57.6,
  "via_count": 151,
  "sequentialPowerShare_pct": 0,
  "hold-path-endpoint": "o[0]",
  "gp_congestion": 0.778,
  "track_usage_pct": 1.15,
  "synth_top_area_share_pct": 26.1,
  "min_from": "a[6]",
  "ir_drop_v": 0.0000223,
  "fmax_ghz": 1.04,
  "syn2layout_area_growth_pct": 315,
  "grt_pass1_vias": 139,
  "port_buffers": 12,
  "common_cells": "nor2_1, a21oi_1, o31ai_1",
  "seq_cell_count": 0,
  "top_cell": "nor2_1",
  "die_h_um": 80,
  "slew_violations": 0,
  "hold_class": "in -> out",
  "p_switching_uw": 27.4,
  "worstPathRequired_ns": 0.80,
  "rsz0062_at_grt": "no",
  "place_area_um2": 235,
  "min_period_ns": 0.964,
  "fillCellCount": 412,
  "nClkBuffers": 0,
  "worst_pin_slew_ns": 0.183,
  "p_per_area_nw_per_um2": 268,
  "viasPerCell": 2.07,
  "fp_util_pct": 1.68,
  "worstPathArrival_ns": 0.76,
  "synth_area_per_cell_um2": 4.80,
  "drive_above_1_share_pct": 66.7,
  "p_leak_nw": 0.0854,
  "drc_errors": 0,
  "finalHoldViolations": 0,
  "die-area_um2": 6400,
  "netlist_instances": 12,
  "log.warning_count": 32,
  "first_pass_iters": 2,
  "swShare_pct": 42.8,
  "detail_route.iter0.violations": 1,
  "max_cap_viol_count": 0,
  "crit_path_start_kind": "input port",
  "detail-route-antenna-nets": 0,
  "yosys_area_um2": 57.6,
  "io_pins": 12,
  "grt_max_degree": 4,
  "drt-total-wl_um": 440,
  "synth_seq_share_pct": 0,
  "globalRouteOverflowTotal": 0,
  "clock_power_share_pct": 0,
  "path_class": "in -> out",
  "p_int_uw": 36.6,
  "yosysUniqueCellTypes": 7,
  "p_comb_share_pct": 100.0,
  "setup_viol": 0,
  "yosysWarnings": 1,
  "grt_pass1_wl_um": 621,
  "critPathCaptureType": "output port",
  "fin_crit_sh_pct": 96.4,
  "hpwlAfterDp_um": 324,
  "n_antenna_cell": 0,
  "startpoint": "a[5]",
  "status": "complete, no violations",
  "synth_top_cell_by_area": "nor2_1",
  "area_leaders": "nor2_1, o31ai_1, a21oi_1",
  "slew_headroom_pct": 87.7,
  "die_w_um": 80,
  "row_count": 21,
  "grt_antenna_before_repair": 0,
  "fin_util_pct": 7.00,
  "seqCellArea_um2": 0,
  "cp_max_fo": 3
}
-- placed cells by master (no fill, tap or decap), drive strengths merged --
| cell | count |
|---|---|
| nor2 | 4 |
| inv | 1 |
| a21oi | 2 |
| o31ai | 2 |
| dlygate4sd2 | 2 |
| nand4 | 1 |
| clkdlybuf4s15 | 1 |
| nand2 | 1 |
| clkinv | 1 |
| buf | 12 |
-- per-layer routing --
layer | vias to the layer above | part of all wire (%) | GRT usage [%]
li1 | 72 | - | -
met3 | 0 | 16 | 0.568
met2 | 12 | 28 | 1.36
met5 | - | 0 | 0
met1 | 67 | 56 | 1.85
met4 | 0 | 0 | 0
-- repair_timing --
item                                    4_1_cts  5_1_grt
endpoints found under the hold margin         0        0
resized                                      42        4
setup buffers                                 3        0
hold buffers                                  0        0
pin swaps                                     6        4
endpoints found under the setup margin        4        3
-- critical path, stage by stage --
cell     delay, ns
buf_2         0.12
nor2_2        0.12
buf_4         0.12
nand4_1       0.08
buf_2         0.12
-- power by group through the flow --
stage	Clock [mW]	Sequential, mW	Combinational (mW)
global route	0	0	0.0704
CTS	0	0	0.0591
finish	0	0	0.0640
-- logic make-up (layout without fill, tap and decap cells) --
kind of cell | count (synthesis) | after routing | share of synthesized area, %
compound gates | 4 | 4 | 43.5
buf+inv | 2 | 17 | 13.0
simple gates | 6 | 6 | 43.5
-- worst max-delay path by stage --
| stage | to | slack (ns) | depth (start not counted) |
|---|---|---|---|
| final | v | 0.04 | 5 |
| after global routing | v | 0.0004 | 5 |
| after CTS | o[0] | 0.002 | 4 |
-- layout make-up --
cell class,instances,area [µm²],share of cell area (%)
Inverter,2,7.51,3.14
Multi-Input combinational cell,10,71.3,29.8
Tap cell,46,57.6,24.1
Timing Repair Buffer,15,103,42.9
-- metrics by stage --
step | setup TNS [ns] | setup slack [ns] | std cells | total power [mW] | hold slack [ns]
after detailed placement | -2.39 | -0.662 | 70 | 0.0614 | 1.38
after floorplan | 0 | 0.388 | 12 | 0.0115 | 0.434
after global routing | 0 | 0.000374 | 73 | 0.0704 | 0.696
after CTS | 0 | 0.00243 | 73 | 0.0591 | 0.670
after global placement | -2.35 | -0.651 | 70 | 0.0609 | 1.38
final | 0 | 0.0364 | 73 | 0.0640 | 0.673
Power figures rest on the tool's default switching activity, not on a simulated workload.
